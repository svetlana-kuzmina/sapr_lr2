File: /design/flow/run.sh
#!/bin/bash
# OpenROAD 26Q1-2900-gdf79404cd8, Yosys 0.63+post, stock flow scripts
make -C /OpenROAD-flow-scripts/flow DESIGN_CONFIG=/design/flow/config.mk WORK_HOME=/design/flow/orfs finish
File: /design/flow/config.mk
export PLATFORM = sky130hd
export DESIGN_NAME = apb_downcounter
export DESIGN_NICKNAME = apb_downcounter
export VERILOG_FILES = /design/flow/design.v
export SDC_FILE = /design/flow/constraint.sdc
export NUM_CORES = 4
export LEC_CHECK = 1
export CORE_UTILIZATION = 50
File: /design/flow/constraint.sdc
current_design apb_downcounter

set clk_period 13.1
set clk_io_pct 0.2

create_clock -name clk0 -period $clk_period [get_ports {PCLK}]

set non_clock_inputs [all_inputs -no_clocks]
set_input_delay [expr $clk_period * $clk_io_pct] -clock clk0 $non_clock_inputs
set_output_delay [expr $clk_period * $clk_io_pct] -clock clk0 [all_outputs]
File: /design/flow/design.v
module apb_downcounter #(
    parameter ADDR_WIDTH = 4,    
    parameter DATA_WIDTH = 32    
)(
    input  logic                  PCLK,       
    input  logic                  PRESETn,    
    input  logic                  PSEL,       
    input  logic                  PENABLE,    
    input  logic                  PWRITE,     
    input  logic [ADDR_WIDTH-1:0] PADDR,      
    input  logic [DATA_WIDTH-1:0] PWDATA,     
    output logic [DATA_WIDTH-1:0] PRDATA,     
    output logic                  PREADY,     
    output logic                  PSLVERR     
);
    localparam logic [ADDR_WIDTH-1:0] ADDR_CTRL = 'h0;
    localparam logic [ADDR_WIDTH-1:0] ADDR_MAX  = 'h4;
    localparam logic [ADDR_WIDTH-1:0] ADDR_CUR  = 'h8;
    logic [DATA_WIDTH-1:0] reg_ctrl;    
    logic [DATA_WIDTH-1:0] reg_max;     
    logic [DATA_WIDTH-1:0] reg_cur;     
    logic [3:0] tick;  
    assign PREADY  = 1'b1;   
    assign PSLVERR = 1'b0;   
    always_ff @(posedge PCLK or negedge PRESETn) begin
        if (!PRESETn) begin  
            reg_ctrl <= '0;
            reg_max  <= '0;
            reg_cur  <= '0;
        end else begin
            if (PSEL && PENABLE && PWRITE) begin     
                case (PADDR)
                    ADDR_CTRL: begin
                        reg_ctrl <= PWDATA;
                        if (PWDATA[1]) begin     
                            reg_cur <= reg_max;
                        end
                    end
                    ADDR_MAX: begin
                        reg_max <= PWDATA;
                    end
                    default: ;
                endcase
            end
            if (reg_ctrl[0] && !reg_ctrl[1]) begin   
                tick <= tick + 1;
                if (tick == 4'd9) begin    
                    if (reg_cur != 0) reg_cur <= reg_cur - 1;
                        tick <= 0;
                    end
            end else begin
                tick <= 0;  
            end
        end
    end
    always_comb begin
        PRDATA = '0;
        if (PSEL && PENABLE && !PWRITE) begin
            case (PADDR)
                ADDR_CTRL: PRDATA = reg_ctrl;
                ADDR_MAX:  PRDATA = reg_max;
                ADDR_CUR:  PRDATA = reg_cur;
                default:   PRDATA = '0;
            endcase
        end
    end
endmodule
==> flow_summary.yaml <==
# implementation run metrics
synth:
  synth.top_cell.area_share_pct: 46.3
  netlist_instances: 499
  avgSynthCellArea_um2: 10.4
  async_flop_share_pct: 96.0
  yosys_cells: 499
  postSynthSeqShare_pct: 48.6
  synth-edff-count: 4
  ys_area_um2: 5190
  ys_warn_count: 1
  synth_area_um2: 5190
  topCellsByArea: "dfrtp_1 46%, mux2_2 14%, a22oi_1 4.8%"
  yosys.cell_types.count: 55
  yosysTopAreaCell: "dfrtp_1"
  flop_cell: "dfrtp_1"
  synth.ff_latch_count: 100
setup_path:
  cp_max_fo: 33
  crit_type: "in2out"
  endpoint_kind: "primary output"
  start_kind: "primary input"
  worstPathArrival_ps: 4650
  cp_data_required_time_ps: 10480
place:
  globalplace.congestion: 0.858
  numPortBuffers: 72
  place_hpwl_um: 7660
floorplan:
  core_area_um2: 9910
  dieArea_um2: 10800
  die-height_um: 104
  pin_count: 75
  rows: 36
  initial_core_util_pct: 52.4
  die_x_um: 104
finish:
  area_growth_pct: 19.4
  drive_gt1_share_pct: 18.0
sta:
  max_slew.worst_pin.slew_ps: 793
  finalCriticalPeriod_ps: 7270
  slew_headroom_pct: 46.7
  fin_tns_setup_ps: 0
  setup_viol: 0
  maxSlewViolCount: 0
  finalHoldViolations: 0
  period_used_pct: 55.5
  finClkSkew_ps: 8.08
  rsz0062_at_grt: "false"
  max_freq_mhz: 138
detailed_routing:
  dr.pass1.iters: 4
  insertedDiodeCount: 0
  drt_iter0_drc: 186
  vias: 4141
  ant_nets: 0
  wl_per_cell_um: 17.0
  vias_per_cell: 5.92
  drc_errors: 0
  drt_wl_total_um: 11900
clock_tree:
  clk_latency_ps: 370
  post_cts_buffers: 0
  cts_made_buffers: 9
  cts_resized: 0
  root_buffer: "clkbuf_8"
  hold_buffers: 0
  cts_buffer_depth: 2
  cts_sinks: 100
  cts_tree: "built"
  clkTransAtPathRegs_ps: 90
  cts-htree-levels: 3
outcome:
  status: "complete, no violations"
global_route:
  grt_max_degree: 56
  grt_pass1_wl_um: 20700
  grt_pass1_vias: 4205
  track_usage_pct: 24.3
  antenna_found_initial: 0
  grt-ovfl-total: 0
power_and_ir_drop:
  p_leak_uw: 0.00240
  p_total_uw: 662
  power_density_nw_per_um2: 107
  vdd.ir_drop.worst_v: 0.0000666
run:
  warnings: 28
  maxCapViolations: 0
hold_path:
  hp-class: "reg2reg"
## final cells by class
cell class,count,area [um2]
Multi-Input combinational cell,363,2490
Inverter,4,15.0
Fill cell,823,3710
Tap cell,133,166
Timing Repair Buffer,83,801
Clock buffer,16,200
Sequential cell,100,2520
## cells by family after synthesis
logic type,after synthesis,synth area share (%)
buffers and inverters,36,3.74
and+or+nand+nor,160,15.3
AOI/OAI and AO/OA,131,17.0
xor gates and xnor gates,2,0.338
DFF,100,48.6
muxes,64,13.9
adders and majority gates,4,0.964
other,2,0.145
## power breakdown
group	internal, uW	switching [uW]	total (uW)
Sequential	350	37.2	387
Combinational	45.9	32.5	78.4
Clock	95.5	102	197
## state kept, by name, summed over array words and instances, names as in the netlist
register,count
reg_cur,32
reg_max,32
reg_ctrl,32
tick,4
## metal layers
metal / vias to the layer above / wire [um] / part of all wire (%) / track usage, %
li1: 1995 / - / - / -
met1: 2032 / 5480 / 46 / 38.6
met2: 106 / 5690 / 48 / 39.1
met5: - / 0 / 0 / 0
met3: 8 / 611 / 5.1 / 3.38
met4: 0 / 103 / 0.87 / 1.84
## stage by stage
step / util, % / std cells / hold WS, ps / cell area (um2) / setup slack, ps
detailed placement: 60.5 / 683 / 497 / 6000 / 5830
finish: 62.5 / 699 / 513 / 6200 / 5830
global route: 62.5 / 699 / 538 / 6200 / 5650
floorplan: - / 499 / 475 / 5190 / 6750
global placement: 60.5 / 683 / 490 / 6000 / 5850
CTS: 62.5 / 699 / 518 / 6200 / 5820
## synth_stat cells (all sizes together), types with 6 or more instances
cell type and n:
dfrtp 96, mux2 64, nand2 59, a21oi 46, a22oi 33, nor2 29
clkbuf 17, buf 15, nor3 15, o21ai 15, nand3 14, nor4 10
o211ai 8, or4 7, nand4 6
## worst max-delay path, cell delays in order
cell	delay [ps]
clkdlybuf4s50_1	490
nor4_2	290
buf_4	400
a22oi_1	160
a21oi_1	190
clkdlybuf4s50_1	500
## path summary, 6_finish.rpt
check,end,start,slack (ps),depth (start not counted)
setup / recovery,PRDATA[0],PADDR[1],5830,6
hold / removal,reg_ctrl[23],reg_ctrl[23],510,1
setup reg to reg,reg_cur[24],reg_cur[15],9800,7
hold reg to reg,reg_ctrl[23],reg_ctrl[23],510,1
max in group asynchronous,reg_ctrl[5],PRESETn,9690,2
min in group asynchronous,reg_cur[5],PRESETn,2250,1
## placed cells by master, fill, tap and decap left out, types with 4 or more instances in the layout
cell type | Yosys | layout
dfrtp_1 | 96 | 96
clkdlybuf4s50_1 | 0 | 71
mux2_2 | 64 | 64
nand2_1 | 58 | 58
a21oi_1 | 46 | 46
a22oi_1 | 33 | 33
nor2_1 | 27 | 27
nor3_1 | 14 | 14
nand3_1 | 14 | 14
clkbuf_8 | 0 | 14
o21ai_0 | 12 | 12
buf_4 | 5 | 12
nor4_1 | 10 | 9
o211ai_1 | 8 | 8
or4_1 | 6 | 6
nand4_1 | 6 | 6
a211oi_1 | 5 | 5
inv_1 | 4 | 4
or3_1 | 4 | 4
a211o_1 | 4 | 4
o311ai_0 | 4 | 4
ha_1 | 4 | 4
edfxtp_1 | 4 | 4
Power figures rest on the tool's default switching activity, not on a simulated workload.
